`flow/design.v`:
```
module Alu(AluResult,Zero,DataIn1,DataIn2,AluCtrl,shame);
	input  [31:0] 		DataIn1;		 
	input  [31:0]		DataIn2;		 
        input   [4:0]		AluCtrl;		 
        input   [4:0]             shame;
	output reg[31:0]      AluResult;		 
	output reg	           Zero;			 
	initial								 
	begin
		Zero = 0;
		AluResult = 0;
	end	
	always@(DataIn1 or DataIn2 or AluCtrl)
	begin
		case ( AluCtrl )
         5'b00001: AluResult = DataIn1 + DataIn2;
         5'b00011: AluResult = DataIn1 - DataIn2;
         5'b00101: AluResult = DataIn1 & DataIn2;
         5'b00110: AluResult = DataIn1 | DataIn2;
         5'b00010: AluResult = DataIn1 + DataIn2;
         5'b00111:AluResult=  ~(DataIn1 | DataIn2);
         5'b00100: AluResult = DataIn1 +1+~DataIn2;
         5'b01001: AluResult = (DataIn1 +1+~DataIn2)>>31;
         5'b10001: AluResult = DataIn2 << shame;
         5'b01101:AluResult=DataIn2<<DataIn1[4:0];
         5'b01110:AluResult=DataIn2>>DataIn1[4:0];
         5'b10010: AluResult = DataIn2 >> shame;
         5'b01010:AluResult= ({1'b0, DataIn1} < {1'b0, DataIn2}) ? 32'd1 : 32'd0;
         5'b01011:AluResult = (DataIn1 == DataIn2) ? 1 : 0;
	 5'b01100:AluResult = (DataIn1 != DataIn2)? 32'b1 : 32'b0;
	 5'b10100:AluResult = {DataIn2[15: 0], 16'd0};
         default:   ;
    endcase
		if(AluResult == 0)
			Zero = 1;
		else
			Zero = 0;
	end
endmodule
```
`flow/run.sh`:
```
#!/bin/bash
# OpenROAD 26Q1-2900-gdf79404cd8, Yosys 0.63+post, stock flow scripts
make -C /OpenROAD-flow-scripts/flow DESIGN_CONFIG=/design/flow/config.mk WORK_HOME=/design/flow/orfs finish
```
`flow/config.mk`:
```
export PLATFORM = sky130hd
export DESIGN_NAME = Alu
export DESIGN_NICKNAME = Alu
export VERILOG_FILES = /design/flow/design.v
export SDC_FILE = /design/flow/constraint.sdc
export NUM_CORES = 4
export LEC_CHECK = 1
export CORE_UTILIZATION = 50
```
`flow/constraint.sdc`:
```
current_design Alu

set clk_period 24.3
set clk_io_pct 0.2

create_clock -name clk0 -period $clk_period

set non_clock_inputs [all_inputs -no_clocks]
set_input_delay [expr $clk_period * $clk_io_pct] -clock clk0 $non_clock_inputs
set_output_delay [expr $clk_period * $clk_io_pct] -clock clk0 [all_outputs]
```
==> results_dict.tcl <==
# collected from the flow reports
set metrics [dict create \
    detail_route.wirelength_um 60200 \
    unique_cell_types 96 \
    final-hold-violation-count 0 \
    ff_type "sky130_fd_sc_hd__dlxtn_1" \
    swShare_pct 63.0 \
    design.core.area_mm2 0.0222 \
    edf_count 0 \
    postRouteAntennaNets 0 \
    synthesis.instances 1714 \
    synth_area_mm2 0.0114 \
    dr.pass1.iters 9 \
    static-leakage-power_nw 5.03 \
    post_synth_fa_ha_maj_area_fraction_pct 11.1 \
    buffer_ports.inserted 107 \
    route.detailed.drc 0 \
    fmaxAchievable_mhz 60.1 \
    dpl.hpwl_um 46400 \
    crit_type "input port to output pin" \
    cts-resized-gates 0 \
    synthTopLogicFamily "AND-OR/OR-AND gates" \
    finalClockPeriodUsage_pct 68.5 \
    post-route-cell-area_mm2 0.0127 \
    critPathLaunchType "input port" \
    setup-violations-final 0 \
    final-max-slew-violation-count 0 \
    cp.arrival_ns 11.78 \
    totalNegativeSetupSlack_ns 0 \
    flow.area_growth_from_synthesis_pct 10.6 \
    power.ir.vdd_worst_mv 0.0136 \
    unclocked_regs 32 \
    placedCellCount 2012 \
    fp-row-count 54 \
    synth_xor_xnor_area_share_pct 1.45 \
    drv.max_cap_violation_count 0 \
    untimed_endpoints 64 \
    hold_path_class "input port to output pin" \
    worstSetupEndpointType "output pin" \
    tightestPinTransition_ns 1.06 \
    post-synth-top-area-cell "sky130_fd_sc_hd__ha_1" \
    internal-power_w 0.000123 \
    finish.cell_count_without_fillers 2014 \
    initialDrtViolationCount 2344 \
    fp.dieArea_mm2 0.0235 \
    post_synthesis_mean_instance_area_um2 6.68 \
    grt_setup_unrepaired "no" \
    log.warning_count 98 \
    first_global_vias 13800 \
    synth-area-yosys_mm2 0.0114 \
    outcome "finished, final reports clean" \
    postSynth.asyncResetShare_pct 0 \
    timing.critical_path.fanout_max 39 \
    route.vias.total 15400 \
    placed_cell_area_mm2 0.0127 \
    drt-vias-per-instance 7.65 \
    netSwitchingPower_w 0.000209 \
    power_density_mw_per_mm2 26.2 \
    wire_per_inst_um 29.9 \
    chipWidth_um 153 \
    grt_first_pass_wirelength_um 88700 \
    yosys.area_share.aoi_pct 42.6 \
    global_route.usage.total_pct 50.9 \
    slew_headroom_pct 28.8 \
    io_pins 107 \
    cts.repair_timing.setup_buffer_count 0 \
    initCoreUtil_pct 51.6 \
    synth.top_cell.area_share_pct 10.6 \
    post_synth_mux_area_share_pct 6.78 \
    postSynthRegisterBits 32 \
    ys_cells 1714 \
    yosysWarnings 1 \
    die_height_um 153 \
    drive_above_1_share_pct 6.29 \
    routability_congestion_estimate 1.12 \
    holdBufCountCts 0 \
    number_of_flip_flops_in_the_largest_register 32 \
    ys_top_cells_by_area "sky130_fd_sc_hd__ha_1 (11%), sky130_fd_sc_hd__a211oi_1 (6.3%), sky130_fd_sc_hd__nand2_1 (6.0%)" \
    simple_gate_share_pct 25.4 \
    antenna_found_initial 4 \
    globalRouteOverflowTotal 0 \
    finalWorstPathRequiredPeriod_ns 16.64 \
    grt_start_max_net_pins 66 \
    timing.critical_path.required_ns 19.44 \
]
metrics by stage:
| stage | utilization (%) | hold slack (ns) | power, W | worst slack [ns] |
|---|---|---|---|---|
| 2_1_floorplan | - | 10.03 | 0.000196 | 10.77 |
| 3_3_place_gp | 57.1 | 11.31 | 0.000314 | 7.98 |
| 4_1_cts | 57.1 | 11.33 | 0.000315 | 8.03 |
| 6_report | 57.1 | 11.37 | 0.000332 | 7.66 |
| 3_5_place_dp | 57.1 | 11.32 | 0.000313 | 8.04 |
| 5_1_grt | 57.1 | 11.36 | 0.000345 | 7.62 |
worst max-delay path: stages:
cell and delay (ns):
sky130_fd_sc_hd__clkdlybuf4s50_1 0.47, sky130_fd_sc_hd__buf_4 0.34, sky130_fd_sc_hd__nor3b_4 0.24, sky130_fd_sc_hd__buf_4 0.42, sky130_fd_sc_hd__nand2_1 0.67, sky130_fd_sc_hd__a311oi_1 0.91
sky130_fd_sc_hd__o22ai_1 0.17, sky130_fd_sc_hd__a21oi_1 0.80, sky130_fd_sc_hd__o221ai_1 0.37, sky130_fd_sc_hd__nor4bb_1 0.69, sky130_fd_sc_hd__nand4bb_1 0.17, sky130_fd_sc_hd__nor4_1 0.27
sky130_fd_sc_hd__nand3b_1 0.19, sky130_fd_sc_hd__or4_1 0.46, sky130_fd_sc_hd__nor4b_2 0.22, sky130_fd_sc_hd__clkdlybuf4s50_1 0.50
logic make-up after synthesis:
| kind of cell | after synthesis |
|---|---|
| muxes | 70 |
| xor gates and xnor gates | 19 |
| AOI/OAI and AO/OA | 672 |
| and+or+nand+nor | 579 |
| adders and majority gates | 101 |
| buffers and inverters | 241 |
| latches | 32 |
cells in the mapped netlist, types with 9 or more instances:
cell type	number
sky130_fd_sc_hd__a211o_1	10
sky130_fd_sc_hd__a211oi_1	96
sky130_fd_sc_hd__a21o_1	18
sky130_fd_sc_hd__a21oi_1	109
sky130_fd_sc_hd__a221o_1	11
sky130_fd_sc_hd__a221oi_1	20
sky130_fd_sc_hd__a22oi_1	64
sky130_fd_sc_hd__a311oi_1	30
sky130_fd_sc_hd__a311oi_2	9
sky130_fd_sc_hd__a31oi_1	19
sky130_fd_sc_hd__and3_1	10
sky130_fd_sc_hd__buf_1	9
sky130_fd_sc_hd__buf_2	24
sky130_fd_sc_hd__clkbuf_1	97
sky130_fd_sc_hd__dlxtn_1	32
sky130_fd_sc_hd__ha_1	97
sky130_fd_sc_hd__inv_1	101
sky130_fd_sc_hd__mux2_2	10
sky130_fd_sc_hd__mux2i_1	55
sky130_fd_sc_hd__nand2_1	182
sky130_fd_sc_hd__nand2b_1	64
sky130_fd_sc_hd__nand3_1	52
sky130_fd_sc_hd__nand3b_1	9
sky130_fd_sc_hd__nand4_1	9
sky130_fd_sc_hd__nor2_1	116
sky130_fd_sc_hd__nor2b_1	13
sky130_fd_sc_hd__nor3_1	42
sky130_fd_sc_hd__nor4_1	21
sky130_fd_sc_hd__o211ai_1	26
sky130_fd_sc_hd__o21ai_0	70
sky130_fd_sc_hd__o21ai_1	11
sky130_fd_sc_hd__o21bai_1	11
sky130_fd_sc_hd__o221ai_1	23
sky130_fd_sc_hd__o22a_1	13
sky130_fd_sc_hd__o22ai_1	28
sky130_fd_sc_hd__o31ai_1	10
sky130_fd_sc_hd__or3_1	9
sky130_fd_sc_hd__xnor2_1	16
routing by layer:
| layer | share of wire (%) | routed length, um | vias up | GRT usage, % |
|---|---|---|---|---|
| li1 | - | - | 6623 | - |
| met1 | 37 | 22000 | 7115 | 65.0 |
| met2 | 41 | 24500 | 1335 | 73.5 |
| met3 | 16 | 9540 | 334 | 20.7 |
| met4 | 6.7 | 4040 | 6 | 25.9 |
| met5 | 0.18 | 109 | - | 0.621 |
layout make-up:
cell class / instances / area, um^2
sequential: 32 / 480
tap: 280 / 350
timing repair buffer: 154 / 1410
inverter: 105 / 394
multi-input combinational: 1441 / 10000
fill: 2122 / 9500
antenna: 2 / 5.00
path summary, 6_finish.rpt:
check,slack [ns],startpoint,endpoint,depth (start not counted)
setup / recovery,7.66,AluCtrl[0],Zero,16
hold / removal,11.37,DataIn1[29],Zero,7
power groups by stage:
stage / combinational, W / sequential (W) / clock, W
4_1_cts: 0.000301 / 0.0000135 / 0
5_1_grt: 0.000332 / 0.0000139 / 0.00000000000117
cells in the final DEF, fill, tap and decap left out, types with 16 or more instances in the layout:
cell type,count
sky130_fd_sc_hd__dlxtn_1,32
sky130_fd_sc_hd__a221oi_1,20
sky130_fd_sc_hd__nand2b_1,64
sky130_fd_sc_hd__nor2_1,116
sky130_fd_sc_hd__ha_1,97
sky130_fd_sc_hd__xnor2_1,16
sky130_fd_sc_hd__a211oi_1,96
sky130_fd_sc_hd__nand2_1,182
sky130_fd_sc_hd__o221ai_1,23
sky130_fd_sc_hd__a21o_1,18
sky130_fd_sc_hd__mux2i_1,55
sky130_fd_sc_hd__o21ai_0,70
sky130_fd_sc_hd__a311oi_1,30
sky130_fd_sc_hd__clkdlybuf4s50_1,104
sky130_fd_sc_hd__inv_1,101
sky130_fd_sc_hd__buf_4,47
sky130_fd_sc_hd__o211ai_1,26
sky130_fd_sc_hd__a31oi_1,19
sky130_fd_sc_hd__nor4_1,20
sky130_fd_sc_hd__a21oi_1,108
sky130_fd_sc_hd__a22oi_1,64
sky130_fd_sc_hd__o22ai_1,28
sky130_fd_sc_hd__nor3_1,42
sky130_fd_sc_hd__nand3_1,52
Power and IR drop assume default switching activity.
