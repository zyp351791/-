## design/flow/design.v

```verilog
module IDEX (clk, rst,flush,instr_in,extData_in,data1_in,data2_in,RegAddrI_in,RegAddrR_in,RegDst_in,ALUop_in,ALUsrc_in,MemRead_in,MemWrite_in,RegWrite_in,MemToReg_in ,instr_out,extData_out,data1_out,data2_out,RegAddrI_out,RegAddrR_out,RegDst_out,ALUop_out,ALUsrc_out,MemRead_out,MemWrite_out,RegWrite_out,MemToReg_out);
   input         clk;
   input         rst;
   input         flush;
   input  [31:0] instr_in;
   input  [31:0] extData_in;
   input  [31:0] data1_in;
   input  [31:0] data2_in;
   input  [4:0] RegAddrI_in;
   input  [4:0] RegAddrR_in;
   input  [1:0] RegDst_in;
   input  [4:0] ALUop_in;
   input  [1:0] ALUsrc_in;
   input  MemRead_in;
   input  MemWrite_in;
   input  RegWrite_in;
   input  [1:0] MemToReg_in;
   output [31:0] instr_out;
   input  [31:0] extData_out;
   output [31:0] data1_out;
   output [31:0] data2_out;
   output [4:0] RegAddrI_out;
   output [4:0] RegAddrR_out;
   output [1:0] RegDst_out;
   output [4:0] ALUop_out;
   output [1:0] ALUsrc_out;
   output MemRead_out;
   output MemWrite_out;
   output RegWrite_out;
   output [1:0] MemToReg_out;
   reg [31:0] instr;
   reg [31:0] extData;
   reg [31:0] data1;
   reg [31:0] data2;
   reg [4:0] RegAddrI;
   reg [4:0] RegAddrR;
   reg RegDst;
   reg [4:0] ALUop;
   reg [1:0] ALUsrc;
   reg MemRead;
   reg MemWrite;
   reg RegWrite;
   reg [1:0]MemToReg;
   always @(posedge clk or posedge rst) begin
      if ( rst ) 
        begin
            instr <= 0;
            extData <= 0;
            data1 <= 0;
            data2 <= 0;
            RegAddrI <= 0;
            RegAddrR <= 0;
            RegDst <= 0;
            ALUop <= 0;
            ALUsrc <= 0;
            MemRead <= 0;
            MemWrite <= 0;
            RegWrite <= 0;
            MemToReg <= 0;
        end
      else
        begin
          if(flush==0)
            begin
             instr <= instr_in;
             MemRead <= MemRead_in;
             MemWrite <= MemWrite_in;
             RegWrite <= RegWrite_in;
             MemToReg <= MemToReg_in;
            extData <= extData_in;
            data1 <= data1_in;
            data2 <= data2_in;
            RegAddrI <= RegAddrI_in;
            RegAddrR <= RegAddrR_in;
            RegDst <= RegDst_in;
            ALUop <= ALUop_in;
            ALUsrc <= ALUsrc_in;
           end
          else
            begin
            instr <=0;
             MemRead <= 0;
             MemWrite <= 0;
             RegWrite <= 0;
             MemToReg <= 0;
             extData <= 0;
             data1 <= 0;
             data2 <= 0;
             RegAddrI <= 0;
             RegAddrR <= 0;
             RegDst <= 0;
             ALUop <= 0;
             ALUsrc <= 0;
            end
        end
   end 
   assign instr_out=instr;
   assign extData_out=extData;
   assign data1_out = data1;
   assign data2_out = data2;
   assign RegAddrI_out = RegAddrI;
   assign RegAddrR_out = RegAddrR;
   assign RegDst_out = RegDst;
   assign ALUop_out = ALUop;
   assign ALUsrc_out = ALUsrc;
   assign MemRead_out = MemRead;
   assign MemWrite_out = MemWrite;
   assign RegWrite_out = RegWrite;
   assign MemToReg_out = MemToReg;
endmodule
```

## design/flow/run.sh

```bash
#!/bin/bash
# OpenROAD 26Q1-2900-gdf79404cd8, Yosys 0.63+post, stock flow scripts
make -C /OpenROAD-flow-scripts/flow DESIGN_CONFIG=/design/flow/config.mk WORK_HOME=/design/flow/orfs finish
```

## design/flow/config.mk

```make
export PLATFORM = sky130hd
export DESIGN_NAME = IDEX
export DESIGN_NICKNAME = IDEX
export VERILOG_FILES = /design/flow/design.v
export SDC_FILE = /design/flow/constraint.sdc
export NUM_CORES = 4
export LEC_CHECK = 1
export CORE_AREA = 10 10 169 169
export DIE_AREA = 0 0 179 179
```

## design/flow/constraint.sdc

```tcl
current_design IDEX

set clk_period 1.0
set clk_io_pct 0.2

create_clock -name clk0 -period $clk_period [get_ports {clk}]

set non_clock_inputs [all_inputs -no_clocks]
set_input_delay [expr $clk_period * $clk_io_pct] -clock clk0 $non_clock_inputs
set_output_delay [expr $clk_period * $clk_io_pct] -clock clk0 [all_outputs]
```

==> qor.json <==
{
  "worstPathBufferInverterCount": {"value": 1},
  "floorplan.die_area": {"value": 0.03204, "unit": "sq mm"},
  "ys_dominant_reg_cell": {"value": "sky130_fd_sc_hd__dfrtp_1"},
  "failed_checks": {"value": "negative setup slack"},
  "die-width": {"value": 179, "unit": "um"},
  "remaining_drc_errors": {"value": 0},
  "critPathTopFamily": {"value": "flip-flops"},
  "portBuffers": {"value": 240},
  "crit_path_cell_chain": {"value": "buf_2"},
  "syn-mean-instance-area": {"value": 15.05, "unit": "sq um"},
  "warnings": {"value": 93},
  "worst_ep_required_time": {"value": 0.80, "unit": "ns"},
  "cp.arrival": {"value": 0.90, "unit": "ns"},
  "pin_count_of_the_biggest_net_entering_global_routing": {"value": 53},
  "worst_vdd_rail_ir_drop": {"value": 0.8119, "unit": "mV"},
  "synth_stat.cells": {"value": 255},
  "crit_path_top_delay_cell": {"value": "sky130_fd_sc_hd__dfrtp_1"},
  "die_h": {"value": 179, "unit": "um"},
  "power.leakage": {"value": 0.003240, "unit": "uW"},
  "synth.yosys.chip_area": {"value": 0.003839, "unit": "sq mm"},
  "drt_first_iter_violations": {"value": 71},
  "routabilityCongestion": {"value": 0.7571},
  "dr.pass1.iters": {"value": 3},
  "total_power": {"value": 12940, "unit": "uW"},
  "gr-usage-all-layers": {"value": 7.723, "unit": "%"},
  "clock_tree.htree_level_count": {"value": 4},
  "cts_bufs_inserted": {"value": 17},
  "top_logic_kind": {"value": "simple AND/OR/NAND/NOR gates"},
  "async_reset_ff_share": {"value": 100.0, "unit": "%"},
  "synth-seq-cells": {"value": 119},
  "detail_route.wirelength": {"value": 12900, "unit": "um"},
  "synthMuxAreaShare": {"value": 0, "unit": "%"},
  "slew_violations": {"value": 0},
  "grt_overflow_total": {"value": 0},
  "finalCritPeriodShare": {"value": 110.2, "unit": "%"},
  "rsz0062_at_grt": {"value": "true"},
  "run_status": {"value": "finished with violations"},
  "crit_cells": {"value": 1},
  "via_count": {"value": 2732},
  "via_count_normalized_by_instance_count": {"value": 3.203},
  "grt_first_pass_wirelength": {"value": 18520, "unit": "um"},
  "cts_tree": {"value": "built"},
  "min_path_type": {"value": "input pin to async pin"},
  "timing.critical_path.slowest_cell_delay": {"value": 0.37, "unit": "ns"},
  "final_worst_setup_slack": {"value": -0.1018, "unit": "ns"},
  "finish.cell_count_without_fillers": {"value": 853},
  "worst-setup-path-type": {"value": "flop to output port"},
  "num_antenna_cells": {"value": 0},
  "core_region_area": {"value": 0.02504, "unit": "sq mm"},
  "initCoreUtil": {"value": 15.33, "unit": "%"},
  "grt_pass1_vias": {"value": 2892},
  "clk_pin_slew": {"value": 0.06, "unit": "ns"},
  "cts.path.max_buffers": {"value": 2},
  "synth.distinct_cells": {"value": 7},
  "place.detailed.hpwl": {"value": 10090, "unit": "um"},
  "worstSetupStartpointType": {"value": "flop"},
  "antenna_found_initial": {"value": 0},
  "setup_viol": {"value": 119},
  "cap_viol_max_count": {"value": 0},
  "preCtsSetupSlack": {"value": -0.04032, "unit": "ns"},
  "synth-seq-area-share": {"value": 77.57, "unit": "%"},
  "top_area_share": {"value": 77.57, "unit": "%"},
  "adder_share": {"value": 0, "unit": "%"},
  "synth-xor-area-share": {"value": 0, "unit": "%"},
  "yosysWarningCount": {"value": 1},
  "post_dp_cell_area": {"value": 0.006729, "unit": "sq mm"},
  "post_synth_inst_count": {"value": 255},
  "cts.repair_timing.setup_buffer_count": {"value": 0},
  "cp-end-kind": {"value": "output port"},
  "topCellsByArea": {"value": "sky130_fd_sc_hd__dfrtp_1 78%, sky130_fd_sc_hd__nor2b_1 19%, sky130_fd_sc_hd__buf_4 2.2%, sky130_fd_sc_hd__buf_2 0.39%, sky130_fd_sc_hd__buf_6 0.29%"},
  "area_delta_synth_final": {"value": 76.60, "unit": "%"},
  "fmax": {"value": 907.6, "unit": "MHz"},
  "finalCoreUtilization": {"value": 27.08, "unit": "%"},
  "place_inst": {"value": 821},
  "clk_root_buffer_cell": {"value": "sky130_fd_sc_hd__clkbuf_16"},
  "crit_path_max_fanout": {"value": 1},
  "post_route_cells_drive_above_1_share": {"value": 31.17, "unit": "%"},
  "clkSinkCount": {"value": 119},
  "wire_per_inst": {"value": 15.13, "unit": "um"},
  "synth.cell_area": {"value": 0.003839, "unit": "sq mm"},
  "fin_hold_viols": {"value": 0},
  "fp-row-count": {"value": 58},
  "pwr_density_cell": {"value": 1908, "unit": "mW/mm^2"},
  "final_cell_area": {"value": 0.006779, "unit": "sq mm"},
  "synth.cellmix.compoundShare": {"value": 0, "unit": "%"},
  "min_period": {"value": 1.102, "unit": "ns"},
  "post_cts_hold_buffer_count": {"value": 0},
  "top_area_cell": {"value": "sky130_fd_sc_hd__dfrtp_1"},
  "number_of_nets_with_antenna_violations_after_detailed_routing": {"value": 0},
  "number_of_synthesized_flops_with_an_enable_pin": {"value": 0},
  "yosys.area_share.simple": {"value": 19.39, "unit": "%"},
  "io_pins": {"value": 307},
  "post_synth_most_frequent_cells": {"value": "119 x sky130_fd_sc_hd__dfrtp_1, 119 x sky130_fd_sc_hd__nor2b_1, 11 x sky130_fd_sc_hd__buf_4, 3 x sky130_fd_sc_hd__buf_2"}
}
flip-flops by register name (all words and copies together) (netlist names):
register and cells:
data1 32, data2 32, instr 32, ALUop 5
RegAddrI 5, RegAddrR 5, ALUsrc 2, MemToReg 2
MemRead 1, MemWrite 1, RegDst 1, RegWrite 1
through the flow:
stage | setup TNS, ns | hold WS [ns]
floorplan | -77.99 | 0.3377
global placement | -0.2608 | 0.6120
detailed placement | -0.2567 | 0.6109
CTS | -12.33 | 0.1645
global route | -14.14 | 0.1643
finish | -8.588 | 0.1806
kinds of logic after synthesis:
kind of cell / count (synthesis)
buffers and inverters: 16
flip-flops: 119
other: 1
AND/OR/NAND/NOR: 119
path summary, 6_finish.rpt:
check	from	slack (ns)	to
max in group asynchronous	rst	0.49	data2[9]
min	rst	0.18	MemToReg[0]
min in group clk0	flush	0.20	instr[7]
max	data1[19]	-0.10	data1_out[19]
final cells by class:
cell class	count	area [sq um]
fillers	2601	18260
flip-flops and latches	119	2978
repair buffers	251	1987
multi-input cells	120	748.2
clock buffers	19	442.9
well taps	330	412.9
clock inverters	13	202.7
inverters	1	7.507
where the power goes:
group	switching [uW]	leakage (uW)	total [uW]	internal (uW)
combinational	360	0.00139	1110	751
sequential	50.7	0.00153	5110	5060
clock	2240	0.000313	6720	4480
routing by layer:
layer | GRT usage (%) | up-vias | share of wire [%]
li1 | - | 1273 | -
met1 | 9.011 | 1321 | 38
met2 | 13.17 | 128 | 50
met3 | 3.251 | 10 | 10
met4 | 1.378 | 0 | 1.7
met5 | 0 | - | 0
placed cells by master, fill, tap and decap left out:
cell type,instances
sky130_fd_sc_hd__clkdlybuf4s50_1,120
sky130_fd_sc_hd__dfrtp_1,119
sky130_fd_sc_hd__clkinv_2,4
sky130_fd_sc_hd__clkbuf_8,1
sky130_fd_sc_hd__buf_12,8
sky130_fd_sc_hd__clkbuf_1,1
sky130_fd_sc_hd__conb_1,1
sky130_fd_sc_hd__nor2b_1,119
sky130_fd_sc_hd__bufinv_16,5
sky130_fd_sc_hd__buf_4,4
sky130_fd_sc_hd__clkinvlp_4,3
sky130_fd_sc_hd__buf_2,119
sky130_fd_sc_hd__clkinv_4,2
sky130_fd_sc_hd__clkbuf_16,17
timing repair:
item,CTS,global route
gates cloned,0,0
resized,395,0
endpoints found under the setup margin,119,119
Power and IR drop assume default switching activity.
