File: ./run.sh
#!/bin/bash
# OpenROAD 26Q1-2900-gdf79404cd8, Yosys 0.63+post, stock flow scripts
make -C /OpenROAD-flow-scripts/flow DESIGN_CONFIG=/design/flow/config.mk WORK_HOME=/design/flow/orfs finish
File: ./config.mk
export PLATFORM = sky130hd
export DESIGN_NAME = DMem
export DESIGN_NICKNAME = DMem
export VERILOG_FILES = /design/flow/design.v
export SDC_FILE = /design/flow/constraint.sdc
export NUM_CORES = 4
export LEC_CHECK = 1
export CORE_UTILIZATION = 40
export SYNTH_MEMORY_MAX_BITS = 65536
File: ./constraint.sdc
current_design DMem

set clk_period 7.4
set clk_io_pct 0.2

create_clock -name clk0 -period $clk_period [get_ports {clk}]

set non_clock_inputs [all_inputs -no_clocks]
set_input_delay [expr $clk_period * $clk_io_pct] -clock clk0 $non_clock_inputs
set_output_delay [expr $clk_period * $clk_io_pct] -clock clk0 [all_outputs]
File: ./design.v
module DMem(DataOut,DataAdr,DataIn,DMemW,DMemR,clk);
	input [4:0] DataAdr;
	input [31:0] DataIn;
	input 		 DMemR;
	input 		 DMemW;
	input 		 clk;
	output[31:0] DataOut;
	reg [31:0]  DMem[1023:0];
	always@(posedge clk)
	begin
		if(DMemW)
			DMem[DataAdr] <= DataIn;
	end
	assign DataOut = DMem[DataAdr];
endmodule
==> flow_metrics.py <==
# Auto-generated metrics
metrics = {
    "run_status": {
        "status": "finished, final reports clean",
    },
    "hold_path": {
        "min_path_type": "input port to flip-flop",
    },
    "pwr": {
        "p_clk_frac": 0.414,
        "p_comb_frac": 0.046,
        "p_sw_w": 0.00238,
        "powerDensity_nw_per_um2": 267,
        "cellLeakagePower_nw": 15.3,
        "ir_drop_mv": 0.188,
        "swShare": 0.199,
        "internal_power_w": 0.00961,
        "p_seq_frac": 0.539,
        "p_total_w": 0.0120,
    },
    "clock_tree": {
        "cts_root_buffer": "clkbuf_16",
        "clockBufferDepth": 3,
        "h-tree-depth": 3,
        "clock_sinks": 1024,
        "cts_setup_buffers": 0,
        "cts_resized": 0,
        "cts_tree": "built",
        "hold_buffers": 0,
        "clkTransAtPathRegs_ns": 0.06,
        "cts_buffers": 99,
    },
    "global_route": {
        "grt_max_degree": 97,
        "antenna_found_initial": 1,
        "met1_usage": 0.250,
        "grt_pass1_wl_mm": 138,
        "top_usage_layer": "met2",
        "grt_usage": 0.214,
        "overflow": 0,
        "grt_pass1_vias": 20900,
        "grt_use_met3": 0.168,
        "gr-usage-met2": 0.318,
    },
    "finish": {
        "area.growth.synth_to_final_pct": 15.0,
        "finalCoreUtilization": 0.465,
        "reg.largest.list": "DMem (1024)",
        "top_register": "DMem",
        "largest_register_ff_count": 1024,
        "drive_gt1_frac": 0.120,
    },
    "placement": {
        "gp_congestion": 0.812,
        "portBuffers": 70,
        "place_hpwl_mm": 50.7,
    },
    "synth": {
        "ys_sh_adder": 0,
        "syn-instance-count": 2075,
        "avgSynthCellArea_um2": 18.8,
        "xor_area_frac": 0,
        "synth_area_um2": 39100,
        "synth-edff-count": 1024,
        "flop_cell": "edfxtp_1",
        "ys_warn_count": 1,
        "ys_cells": 2075,
        "ys_chip_area_um2": 39100,
        "ys_seq_share": 0.787,
        "simple_gate_area_frac": 0.0228,
        "netlist_logic_family_top": "multiplexers",
        "synthMuxAreaShare": 0.131,
        "synthArstFlopShare": 0,
        "ys_ff": 1024,
        "netlist-cell-type-count": 22,
        "synthAoiAreaFrac": 0.0413,
    },
    "timing": {
        "hold_slack_ns": 1.65,
        "period_needed_ns": 6.53,
        "drv_slew": 0,
        "grt_setup_unrepaired": "no",
        "finalClockPeriodUsage": 0.883,
        "setup_violations": 0,
        "timing.setup.tns_ns": 0,
        "relSlewSlack": 0.339,
        "max_freq_mhz": 153,
        "worst_pin_slew_ns": 0.988,
        "hold_viol": 0,
    },
    "floorplan": {
        "core_area_um2": 96700,
        "fp.dieH_um": 315,
        "num_rows": 114,
        "ios": 72,
        "dieArea_um2": 99000,
        "initCoreUtil": 0.404,
        "dieWidth_um": 315,
    },
    "run": {
        "drv_cap": 0,
        "warning_count": 27,
    },
    "detailed_routing": {
        "finalWirelength_mm": 96.0,
        "drt-initial-drc-count": 1174,
        "antennaDiodeCount": 0,
        "detail_route.vias_per_cell": 5.53,
        "post-route-drc-count": 0,
        "vias": 19700,
        "wire_per_inst_um": 27.0,
        "ant_nets": 0,
        "first_pass_iters": 4,
    },
    "setup_path": {
        "worstPathRequired_ns": 5.92,
        "critPathCaptureType": "output pin",
        "worstPathMaxFanout": 20,
        "worstPathArrival_ns": 5.05,
        "path_class": "input port to output pin",
        "start_kind": "input port",
    },
}
through the flow:
stage | setup WS, ns | cells | area (um^2)
2_1_floorplan | 2.28 | 2075 | 39100
3_3_place_gp | 0.976 | 3385 | 41800
3_5_place_dp | 0.928 | 3385 | 41800
4_1_cts | 0.917 | 3563 | 45000
5_1_grt | 0.711 | 3563 | 45000
6_report | 0.866 | 3563 | 45000
synth_stat cells, types with 4 or more instances:
library cell	n	share of area
nand4b_1	4	0.00090
mux2i_1	512	0.13
nand3b_1	4	0.00077
edfxtp_1	1024	0.79
or4b_1	4	0.0010
clkbuf_1	23	0.0022
o22ai_1	254	0.041
nand4bb_1	6	0.0017
nand2_1	34	0.0033
nor2_1	29	0.0028
buf_2	80	0.010
buf_4	4	0.00077
nor3_1	4	0.00051
buf_6	16	0.0046
nor4_1	64	0.010
cells by family (layout without fill, tap and decap cells):
kind of cell           count (synthesis)  after routing
AOI/OAI and AO/OA                    256            256
muxes                                512            512
and+or+nand+nor                      157            157
buffers and inverters                126            338
DFF                                 1024           1024
critical path, cell delays in order:
cell and delay (ns):
clkdlybuf4s50_1 0.86, or4b_2 1.24, buf_4 0.33, o22ai_1 0.22, nor4_1 0.10, nand2_1 0.25, clkdlybuf4s50_1 0.53
layout make-up:
cell class / count / area (um^2)
flip-flops and latches: 1024 / 30700
fillers: 7910 / 51700
repair buffers: 160 / 1460
well taps: 1276 / 1600
clock buffers: 123 / 2610
multi-input cells: 925 / 7960
clock inverters: 55 / 592
metal layers:
metal	wire length (um)	share of wire	vias to the layer above
met2	45300	0.47	1165
met1	31700	0.33	9612
met3	16700	0.17	180
met5	175	0.0018	-
met4	2240	0.023	6
li1	-	-	8743
power by group through the flow:
stage	logic, W	clock network, W	registers [W]
CTS	0.000563	0.00504	0.00647
global route	0.000602	0.00526	0.00647
finish	0.000557	0.00497	0.00647
path summary, 6_finish.rpt:
path,start,end,slack (ns),cells after the start
setup / recovery,DataAdr[0],DataOut[25],0.87,7
hold / removal,DataIn[27],DMem[4][27],1.65,2
cells in the final DEF, fill, tap and decap left out, types with 2 or more instances in the layout:
cell type           n
nand4bb_4           6
buf_4              84
o22ai_1           254
or4b_2              4
nand4b_1            4
edfxtp_1         1024
clkinv_1           21
nand2_1            34
or3b_2              3
clkinv_2           16
clkbuf_1           22
inv_6               3
clkbuf_16         101
mux2i_1           512
bufinv_16          13
nor3_2              4
nor2_4             28
clkdlybuf4s50_1    69
nand3_1             2
o22ai_2             2
nor4_1             64
buf_12              6
nand3b_1            4
No activity file was given, so power comes from the tool's default toggle rates.
